[design/flow/run.sh]
#!/bin/bash
# OpenROAD 26Q1-2900-gdf79404cd8, Yosys 0.63+post, stock flow scripts
make -C /OpenROAD-flow-scripts/flow DESIGN_CONFIG=/design/flow/config.mk WORK_HOME=/design/flow/orfs finish
[design/flow/config.mk]
export PLATFORM = sky130hd
export DESIGN_NAME = data_mem
export DESIGN_NICKNAME = data_mem
export VERILOG_FILES = /design/flow/design.v
export SDC_FILE = /design/flow/constraint.sdc
export NUM_CORES = 4
export LEC_CHECK = 1
export CORE_UTILIZATION = 40
[design/flow/constraint.sdc]
current_design data_mem

set clk_period 8.7
set clk_io_pct 0.2

create_clock -name clk0 -period $clk_period [get_ports {clk}]

set non_clock_inputs [all_inputs -no_clocks]
set_input_delay [expr $clk_period * $clk_io_pct] -clock clk0 $non_clock_inputs
set_output_delay [expr $clk_period * $clk_io_pct] -clock clk0 [all_outputs]
[design/flow/design.v]
`timescale 1ns / 1ps
module data_mem(
    input clk, rst,
    input [31:0] address, DataW,
    input MemRW,
    output [31:0] DataR
    );
    integer i;
    reg [31:0] mem  [0:63];
    always @(posedge clk or negedge rst) begin
        if (!rst) begin
            for (i=0;i<64;i=i+1) begin
                mem[i] = 32'b0;
            end
            mem[28] = 32'h3e820293;
        end
        else begin
            if (MemRW) mem[address] <= DataW;
        end
    end
    assign DataR = mem[address];
endmodule
==> deck_impl_summary.md <==
Flow Results at a Glance

Outcome
  • Outcome: finished clean

Placement
  • Placer Congestion: 0.970
  • Port Buffers: 72
  • Dpl hpwl: 227 mm
  • DP Worst Slack: 1.07 ns
  • Inst Count DP: 9,270

Setup path
  • CP max stage delay: 0.75 ns
  • Crit path launch type: primary input
  • Max stage delay cell, worst path: nor4_1
  • Crit path arrival time: 6.02 ns
  • CP Max Fanout: 19
  • Worst endpoint required time: 6.96 ns
  • Critical path class: primary input to primary output
  • Crit path capture type: primary output
  • CP bufs+invs: 4
  • CP top delay family: buffers and inverters
  • CP Cell Sequence: clkdlybuf4s50_1 > buf_12 > nand2b_2 > buf_4 > nor2_4 > a2111oi_0 > nand4_1 > nor4_1 > a31oi_1 > clkdlybuf4s50_1
  • Most used cell, CP: clkdlybuf4s50_1

Route
  • Drt first-iter violations: 5,488
  • Met2 WL: 161 mm
  • Max Used Layer: met5
  • Routed wire length on met3: 58.9 mm
  • Routed metal-1 wirelength: 136 mm
  • Routed Antenna Nets: 0
  • Routed WL: 384 mm
  • Vias per cell: 6.49
  • DRC Markers: 0
  • TritonRoute pass-1 iters: 6
  • Via count: 62,800
  • Avg WL per Cell: 39.6 um

Floorplan
  • Initial core utilization: 0.402
  • Die Width: 474 um
  • Core ar.: 0.222 mm^2
  • Row count: 173
  • Chip area: 0.225 mm^2
  • I/O Pins: 99
  • Die Y: 474 um

Yosys
  • Cells after Synth: 6,525
  • Chip Area, Yosys: 0.0893 mm^2
  • Area leader, netlist: dfrtp_1
  • Synth flops: 2,048
  • Sequential area share after synthesis: 0.574
  • Yosys cell count: 6,525
  • Top FF cell, synth: dfrtp_1
  • FFs w/ async S/R, synth: 1.00
  • Yosys warnings: 2
  • Netlist cell types: 65
  • Cell Area, Synth: 0.0893 mm^2
  • Top cells, area: dfrtp_1 (57%), mux2_2 (25%), a22oi_1 (7.0%), buf_2 (1.6%), clkbuf_1 (1.2%)
  • Average size of a mapped cell: 13.7 um^2
  • Area leader share: 0.571
  • Flip-flops with a built-in enable: 0

Clocking
  • Postcts setup bufs: 0
  • TritonCTS clock tree: done
  • Root buf cell: clkbuf_16
  • Sink Count: 2,048
  • Hold bufs inserted after CTS: 0
  • Clk buf depth: 3
  • Clk Latency, worst-skew pair: 0.86 ns
  • CTS Buf Count: 213
  • Reg clk slew, reported paths: 0.06 ns
  • PostCTS Resize Cnt: 0
  • H-tree depth: 4

Finish
  • Number of fill cells in the layout: 19,100
  • Biggest regs: mem (2048)
  • Share of post-route cells with drive strength above 1: 0.430
  • Biggest register: mem
  • Area Growth Syn to Fin: 14.0%
  • Fin cells: 9,688
  • Max reg flops: 2,048

Global routing
  • Vias in the first global route: 62,900
  • Pin count of the biggest net entering global routing: 131
  • First-pass GRT wire length: 527 mm
  • Gr ovfl total: 0
  • GRT Resource Usage Total: 0.360
  • Initial antenna violation count: 27

Final timing
  • Worst-Margin Slew: 1.19 ns
  • Max Clk Rate: 129 MHz
  • Period minus WS final: 7.76 ns
  • Hold_ws: 0.481 ns
  • Crit share post-route: 0.892
  • RSZ-0062 raised after global routing: no
  • Final setup margin: 0.942 ns
  • Max-slew violations: 0
  • Final hold viol count: 0
  • Setup TNS: 0 ns
  • Relative slew slack: 0.206
  • Final Skew: 0 ns
  • Final Setup Violations: 0

Power and ir drop
  • Pwr/cell area: 223 mW/mm^2
  • Max IR drop VDD: 0.194 mV
  • Leakage: 0.0473 uW

Job
  • Number of warnings in the stage logs: 88
  • Maxcap violations: 0

Hold path
  • Hold crit path type: register to register
[power breakdown]
part / total, uW / internal [uW] / switching, uW / leakage [uW]
clock network: 9200 / 5250 / 3950 / 0.00349
logic: 2080 / 1090 / 992 / 0.0166
registers: 11400 / 10800 / 609 / 0.0272
[kinds of logic after synthesis]
group	after synthesis	share of synthesized area
muxes	2068	0.261
DFF	2048	0.574
AOI/OAI and AO/OA	1021	0.0858
and+or+nand+nor	720	0.0451
buffers and inverters	668	0.0342
[layout make-up]
cell class | instances | area (um^2) | share of cell area
antenna | 25 | 62.6 | 0.000614
clock buffer | 339 | 6480 | 0.0636
clock inverter | 54 | 569 | 0.00559
inverter | 6 | 22.5 | 0.000221
multi-input combinational | 3809 | 35900 | 0.353
sequential | 2048 | 51300 | 0.503
tap | 2975 | 3720 | 0.0366
timing repair buffer | 432 | 3780 | 0.0371
[routing by layer]
layer	global-route usage	vias up
li1	-	24400
met1	0.451	33400
met3	0.220	1224
met4	0.193	26
met5	0.0260	-
met2	0.486	3816
[synthesized netlist by cell type, types with 44 or more instances]
cell type	count
nor4_1	59
mux2_2	1983
clkbuf_1	292
mux2_1	66
nand4_1	146
nor2_1	126
nand3_1	73
a21oi_1	46
buf_1	44
nand2_1	106
dfrtp_1	2036
and3_1	109
a22oi_1	835
buf_2	286
[through the flow]
stage / total power (uW) / cell area [um^2] / util
2_1_floorplan: 12700 / 89300 / -
3_3_place_gp: 13500 / 94700 / 0.426
3_5_place_dp: 13600 / 94700 / 0.426
4_1_cts: 22700 / 102000 / 0.458
5_1_grt: 23400 / 102000 / 0.458
6_report: 22700 / 102000 / 0.458
[cells in the final DEF (no fill, tap or decap), types with 6 or more instances in the layout]
master / n
dfrtp_1: 2036
mux2_2: 1983
a22oi_1: 835
buf_4: 318
clkbuf_16: 218
nand4_1: 146
and3_1: 109
nor2_4: 104
nand2_1: 93
nand3_1: 67
mux2_1: 66
clkbuf_1: 64
nor4_1: 58
clkbuf_8: 57
nor2_1: 48
a21oi_1: 46
buf_12: 42
buf_2: 37
a2111oi_0: 35
clkinv_2: 35
clkdlybuf4s50_1: 34
a22o_1: 28
diode_2: 25
nor3_1: 25
a31oi_1: 23
mux2i_1: 18
a222oi_1: 12
dfstp_2: 12
nand2_4: 11
a221oi_1: 8
inv_1: 6
o21ai_0: 6
nand3_4: 6
[path summary, 6_finish.rpt]
check,startpoint,end,slack (ns),depth (start not counted)
setup / recovery,address[5],DataR[30],0.94,10
hold / removal,mem[24][7]$_DFFE_PN0P_,mem[24][7]$_DFFE_PN0P_,0.48,1
setup reg to reg,mem[50][28]$_DFFE_PN0P_,mem[50][28]$_DFFE_PN0P_,7.89,1
hold reg to reg,mem[24][7]$_DFFE_PN0P_,mem[24][7]$_DFFE_PN0P_,0.48,1
max in group asynchronous,rst,mem[4][24]$_DFFE_PN0P_,5.43,4
min in group asynchronous,rst,mem[8][8]$_DFFE_PN0P_,0.84,1
Power is estimated from default activity; no workload was simulated.
