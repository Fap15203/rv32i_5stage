File: design/flow/run.sh
#!/bin/bash
# OpenROAD 26Q1-2900-gdf79404cd8, Yosys 0.63+post, stock flow scripts
make -C /OpenROAD-flow-scripts/flow DESIGN_CONFIG=/design/flow/config.mk WORK_HOME=/design/flow/orfs finish
File: design/flow/config.mk
export PLATFORM = sky130hd
export DESIGN_NAME = alu
export DESIGN_NICKNAME = alu
export VERILOG_FILES = /design/flow/design.v
export SDC_FILE = /design/flow/constraint.sdc
export NUM_CORES = 4
export LEC_CHECK = 1
export CORE_UTILIZATION = 30
File: design/flow/constraint.sdc
current_design alu

set clk_period 18.9
set clk_io_pct 0.2

create_clock -name clk0 -period $clk_period

set non_clock_inputs [all_inputs -no_clocks]
set_input_delay [expr $clk_period * $clk_io_pct] -clock clk0 $non_clock_inputs
set_output_delay [expr $clk_period * $clk_io_pct] -clock clk0 [all_outputs]
File: design/flow/design.v
`timescale 1ns / 1ps
module alu(
    input [31:0] A,
    input [31:0] B,
    input  [3:0] alu_control,
    output reg [31:0] alu_result,
    output zero
);
    parameter   add     =   4'b0000;
    parameter   sub     =   4'b0001;
    parameter   orr     =   4'b0010;
    parameter   andd    =   4'b0011;
    parameter   xorr    =   4'b0100;
    parameter   slt     =   4'b0101;
    parameter   sll     =   4'b0110;
    parameter   srl     =   4'b0111;
    parameter   sra     =   4'b1000;
    parameter   sltu    =   4'b1001;
    parameter   lui     =   4'b1111;
    always @(*) begin
        case (alu_control)
            add : alu_result = A + B;
            sub : alu_result = A - B;
            orr : alu_result = A | B;
            andd: alu_result = A & B;
            xorr: alu_result = A ^ B;
            slt : alu_result = (A < B) ? 1 : 0;
            sll : alu_result = A << B;
            srl : alu_result = A >> B[4:0];
            sra : alu_result = A >>> B[4:0];
            sltu: alu_result = ((A<0? -A:A) < (B<0 ? -B:B)) ? 1 : 0;
            lui : alu_result = B;
            default : alu_result = 32'bx;
        endcase
    end
    assign zero =  (alu_result == 0) ? 1:0;
endmodule
==> flow_summary_export.csv <==
group,metric,value,unit
critical_path,critical_path.max_fanout,45,
cells_and_area,area_growth_syn_to_layout,13.5,%
floorplan,ios,101,
critical_path,start_kind,"input port",
global_route,grtUsageTotal,0.297,
critical_path,critPathTopFamily,"buffers and inverters",
drt,vias,11800,
power_and_ir_drop,p_leak,0.00442,uW
placed_design,dp_hpwl,39300,um
sta,max_freq,0.0761,GHz
job,drv_cap,0,
floorplan,core_area,32500,um^2
drt,drcViolationCount,0,
sta,slew_violations,0,
sta,worstMarginPinSlew,0.887,ns
global_route,grt_pass1_wl,73200,um
drt,drt_iter0_markers,1327,
clocking,holdBufCountCts,0,
yosys,synthCells,1345,
drt,viasPerCell,6.52,
cells_and_area,layout_top_cells,"nand2_1, clkdlybuf4s50_1, inv_1",
critical_path,worstSetupPathType,"in -> out",
global_route,grt_max_degree,60,
cells_and_area,clkbuf_count,0,
sta,rsz0062_at_grt,"false",
global_route,grt_overflow_total,0,
yosys,yosys_warnings,1,
drt,routedWlPerCell,27.4,um
yosys,yosys_cells,1345,
outcome,status,"completed",
critical_path,crit_top_cell,"buf_4",
sta,finalHoldViolCount,0,
floorplan,die_w,183,um
floorplan,die_area,33700,um^2
placed_design,gp_congestion,1.05,
min_path,hp-class,"in -> out",
power_and_ir_drop,power_density,32.4,nW/um^2
global_route,antenna_found_initial,3,
floorplan,die_y,183,um
critical_path,slowest_stage,"a2111oi_0",
sta,final.setup.tns,0,ns
drt,drtPass1Iterations,7,
critical_path,cp.buffers_inverters,7,
sta,period_minus_slack,13.14,ns
yosys,synth_seq_share,0,
yosys,avgSynthCellArea,7.34,um^2
floorplan,core_util_floorplan,0.304,
cells_and_area,drive_gt1_frac,0.100,
power_and_ir_drop,p_total,363,uW
cells_and_area,lay_top_count,"nand2_1",
yosys,ys_types,95,
sta,fin_crit_sh,0.695,
critical_path,critPathCaptureType,"output port",
job,tool_warnings,96,
sta,setup_viol,0,
global_route,grt_pass1_vias,10800,
floorplan,row_count,66,
placed_design,io_buffers,101,
yosys,netlist_area,9880,um^2
clocking,cts_setup_buffers,0,
clocking,postCtsResizedCells,0,
drt,drt-total-wl,49600,um
power_and_ir_drop,ir_worst_vdd,17.2,uV
critical_path,cp.required,15.12,ns
cells_and_area,flop_area,0,um^2
sta,maxSlewHeadroom,0.406,
drt,final_antenna_net_count,0,
cells_and_area,flop-count,0,
critical_path,max_stage_delay,0.69,ns
critical_path,cp.arrival,9.36,ns
critical_path,worstPathCellList,"clkdlybuf4s50_1, buf_4, inv_1, buf_4, ha_1, inv_2, or4_1, a211oi_1, buf_4, o2111ai_1, nand2_1, a221o_1, o221ai_1, a2111oi_0, nand4_1, nor4_2, clkdlybuf4s50_1",
yosys,ys_chip_area,9880,um^2
## power breakdown
group	switching [uW]	total [uW]	internal, uW
clock network	0	0.00000546	0.00000545
registers	0	0	0
logic	219	363	144
## layout make-up
| class | instances | area [um^2] |
|---|---|---|
| Tap cell | 442 | 553 |
| Inverter | 102 | 383 |
| Fill cell | 3417 | 21200 |
| Timing Repair Buffer | 138 | 1280 |
| Antenna cell | 1 | 2.50 |
| Multi-Input combinational cell | 1128 | 9000 |
## through the flow
stage,utilization,setup slack [ns],area (um^2),hold WS (ns),instances
6_report,0.345,5.76,11200,8.89,1811
5_1_grt,0.345,5.36,11200,8.89,1810
4_1_cts,0.345,5.78,11200,8.87,1810
3_5_place_dp,0.345,5.81,11200,8.86,1810
3_3_place_gp,0.345,5.85,11200,8.89,1810
2_1_floorplan,-,7.35,9880,7.78,1345
## layer usage
layer / global-route usage / wire length, um
met1: 0.456 / 22600
met4: 0.0637 / 1240
met2: 0.450 / 22000
met3: 0.0321 / 3710
met5: 0 / 0
## logic make-up after synthesis
logic type / share of synthesized area
AOI/OAI and AO/OA: 0.347
and+or+nand+nor: 0.215
buffers and inverters: 0.0930
xor gates and xnor gates: 0.0115
adders and majority gates: 0.126
muxes: 0.207
## tightest hold or removal path, cell delays in order
cell and delay, ns:
buf_2 0.38, nor3_1 0.20, nand2_1 0.09, a32oi_1 0.20
clkdlybuf4s50_1 0.45
## final timing paths
check                 slack [ns]  cells after the start  startpoint             to
worst max-delay path        5.76                     17        B[3]           zero
worst min-delay path        8.89                      5        B[2]  alu_result[3]
## cells in the mapped netlist (all sizes together) (8+ instances only)
master / number / area (um^2)
a22o: 12 / 105
nor4: 18 / 125
o21ai: 78 / 390
nor3: 22 / 110
mux2: 20 / 233
o221ai: 13 / 114
a2111oi: 9 / 85.1
clkbuf: 72 / 270
mux2i: 48 / 480
nand2: 121 / 454
nor2: 87 / 329
xnor2: 11 / 96.3
or3: 13 / 81.3
a31oi: 17 / 106
nor2b: 16 / 100
o21bai: 11 / 82.6
a32oi: 8 / 70.1
nand2b: 21 / 131
inv: 102 / 383
a21oi: 94 / 470
a221o: 16 / 160
a21o: 13 / 97.6
or4: 10 / 75.1
ha: 96 / 1200
o2bb2ai: 10 / 93.8
a221oi: 15 / 131
a211oi: 27 / 208
nand4: 17 / 106
a22oi: 21 / 158
o221a: 9 / 101
a211o: 10 / 87.6
o211ai: 29 / 218
and2: 11 / 68.8
nand3: 19 / 95.1
nand3b: 8 / 60.1
o22ai: 10 / 62.6
buf: 43 / 265
and3: 14 / 87.6
mux4: 58 / 1330
Power figures rest on the tool's default switching activity, not on a simulated workload.
